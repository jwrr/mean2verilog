**flow/run.sh**
```bash
#!/bin/bash
# OpenROAD 26Q1-2900-gdf79404cd8, Yosys 0.63+post, stock flow scripts
make -C /OpenROAD-flow-scripts/flow DESIGN_CONFIG=/design/flow/config.mk WORK_HOME=/design/flow/orfs finish
```
**flow/config.mk**
```make
export PLATFORM = sky130hd
export DESIGN_NAME = mean8
export DESIGN_NICKNAME = mean8
export VERILOG_FILES = /design/flow/design.v
export SDC_FILE = /design/flow/constraint.sdc
export NUM_CORES = 4
export LEC_CHECK = 1
export CORE_UTILIZATION = 50
```
**flow/constraint.sdc**
```tcl
current_design mean8

set clk_period 9.1
set clk_io_pct 0.2

create_clock -name clk0 -period $clk_period [get_ports {clk}]

set non_clock_inputs [all_inputs -no_clocks]
set_input_delay [expr $clk_period * $clk_io_pct] -clock clk0 $non_clock_inputs
set_output_delay [expr $clk_period * $clk_io_pct] -clock clk0 [all_outputs]
```
**flow/design.v**
```verilog
module mean8
#(parameter WID = 16) (
    input  clk,
    input  rst,
    input  [WID-1:0] in_000,
    input  [WID-1:0] in_001,
    input  [WID-1:0] in_002,
    input  [WID-1:0] in_003,
    input  [WID-1:0] in_004,
    input  [WID-1:0] in_005,
    input  [WID-1:0] in_006,
    input  [WID-1:0] in_007,
    output reg [WID-1:0] o_mean
);
    reg  [WID+0:0] stage_01_000;
    reg  [WID+0:0] stage_01_001;
    reg  [WID+0:0] stage_01_002;
    reg  [WID+0:0] stage_01_003;
    reg  [WID+1:0] stage_02_000;
    reg  [WID+1:0] stage_02_001;
    reg  [WID+2:0] stage_03_000;
    always@(posedge clk or posedge rst) begin
        if (rst) begin
            stage_01_000 <= 'h0;
            stage_01_001 <= 'h0;
            stage_01_002 <= 'h0;
            stage_01_003 <= 'h0;
            stage_02_000 <= 'h0;
            stage_02_001 <= 'h0;
            stage_03_000 <= 'h0;
            o_mean       <= 'h0;
        end else begin  
            stage_01_000 <= in_000 + in_001;
            stage_01_001 <= in_002 + in_003;
            stage_01_002 <= in_004 + in_005;
            stage_01_003 <= in_006 + in_007;
            stage_02_000 <= stage_01_000 + stage_01_001;
            stage_02_001 <= stage_01_002 + stage_01_003;
            stage_03_000 <= stage_02_000 + stage_02_001;
            o_mean       <= stage_03_000 [WID+3:3];
        end
    end
endmodule
```
==> deck_impl_summary.md <==
Flow Results at a Glance

Logic synthesis
  • Leading cell types by total area after synthesis: dfrtp_1 38%, ha_1 16%, xnor2_1 5.8%
  • Average cell area after synthesis: 9.96 µm²
  • Cell taking the most area after synthesis: dfrtp_1
  • Post-synth ARST share: around 100%
  • EDFF count, synth: 0
  • Post-Synthesis Cell Area: approximately 0.0090 mm²
  • Total of flip-flops plus latches after synthesis: 136
  • Gate count after technology mapping: between 900 and 1k
  • Share of the synthesized area in the top cell type: between 30% and 40%
  • Most used DFF post-synth: dfrtp_1
  • Unique cell type count in the Yosys netlist: ~68
  • Synth warn: 2
  • Yosys stat area: 0.00898 mm²
  • Cell count in the Yosys report: around 900
  • Register area share after synthesis: a little under two fifths

Setup path
  • Critical path launch point: in_002[0]
  • Crit Path Category: in2reg
  • Startpoint Class: input pin
  • Startpoint of the worst register-to-register path: stage_01_002[1]$_DFF_PP0_
  • Series of cell instances along the critical path: clkdlybuf4s50_1 > ha_1 > fa_1 > a21o_1 > a21oi_1 > o211ai_1 > nand3b_1 > nand3_1 > a31o_2
  • Critical path peak fanout: 3
  • Kind of cell adding the most delay to the critical path: AND-OR/OR-AND gates
  • Kind of end point of the critical path: flip-flop
  • Slowest cell on the critical path: clkdlybuf4s50_1
  • Crit path arrival time: approximately 4200 ps
  • Delay of the slowest cell on the worst path: 410 ps
  • Required time of the critical path: ~9400 ps
  • Number of buffer and inverter stages on the critical path: 1

Die
  • DIE WIDTH: between 100 and 150 µm
  • Placeable core area: 0.0174 mm²
  • Number of cell rows: 48
  • Floorplan Utilization: 51.6%
  • Top-Level Pins: ~150
  • Vertical extent of the die: 136 µm
  • Total die area: 0.0185 mm²

Timing
  • Worst-Margin Slew: about 710 ps
  • RSZ-0062 raised after global routing: no
  • Hold Vio Cnt, Final: 0
  • Worst hold margin: approximately 350 ps
  • Remaining max-slew budget at the tightest pin: approximately 53%
  • Timing-limited maximum frequency: ~260 MHz
  • Tmin final: approximately 3900 ps
  • Clock tree skew after final layout: around 7.4 ps
  • Post-layout period usage of the worst path: between 40% and 50%
  • Final tally of setup violations: 0
  • Setup TNS: 0 ps
  • Final Max Tran Viols: 0

Outcome
  • Status: complete, no violations

Pwr
  • IR drop worst, VDD: 0.213 mV
  • Sum of internal, switching and leakage power: 3.02 mW
  • Cell Pwr Density: 269 mW/mm²
  • Leakage: just over 5 nW

Route
  • Drt first pass iters: 4
  • DRC: 0
  • DR WL/cell: approximately 15 µm
  • Total vias in the final route: between 7k and 8k
  • Via-per-instance ratio: 5.62
  • Overall routed net length: about 19000 µm
  • Drt first-iter violations: between 300 and 400
  • Antenna Violating Nets Remaining: 0
  • Count of antenna diodes in the layout: 0

Place
  • Routability Congestion: around 0.95
  • Sum of net half-perimeters after detailed placement: between 15000 and 20000 µm
  • Port bufs: approximately 150

Clock tree
  • Clock tree from TritonCTS: done
  • Clock-pin slew reported for the worst setup and hold paths after clock tree synthesis: around 50 ps
  • Cell resize tally after clock tree synthesis: 0
  • Number of setup buffers added after CTS: 0
  • Insertion delay to the later sink of the worst-skew pair: 420 ps
  • Count of hold-fix buffers inserted at cts: 0
  • Cell at the root of the clock tree: clkbuf_16
  • Number of buffers on the longest clock path: 2
  • H-tree levels: 4
  • Clk sinks: 136
  • Cts bufs inserted: 17

Cells and area
  • Share of cells above drive strength 1: ~5.1%
  • Number of inserted filler cells in the final layout: approximately 1.4k
  • Share of the core filled with cells in the final layout: between 60% and 70%
  • Dominant logic cell type in the layout: clkdlybuf4s50_1
  • Top logic cells by instance count in the layout: 145 x clkdlybuf4s50_1, 136 x dfrtp_1, 115 x ha_1
  • Layout Area Growth over Synthesis: 25.3%

Min path
  • Worst Hold Class: reg2reg
  • Hold_sp: stage_03_000[10]$_DFF_PP0_

Global routing
  • Vias in the first global route: 7024
  • Number of antenna violations at the first check in global routing: 0
  • Largest net degree at the start of global routing: 60
  • Total global-route track usage: a little under a quarter
  • First-pass GRT wire length: approximately 33000 µm
  • Gr ovfl total: 0

Flow run
  • Count of max-cap constraint violations: 0
  • Tally of OpenROAD warnings: 26
[synthesized netlist by cell type (23+ instances only)]
| library cell | instances |
|---|---|
| xnor2_1 | 59 |
| ha_1 | 115 |
| nor3_1 | 23 |
| o21ai_0 | 42 |
| nand2_1 | 56 |
| a21o_1 | 50 |
| inv_1 | 25 |
| nor2_1 | 57 |
| dfrtp_1 | 136 |
| a21oi_1 | 80 |
| xor2_1 | 26 |
[final timing paths]
check	slack, ps	cells past startpoint	end
hold reg to reg	350	0	o_mean[7]$_DFF_PP0_
min in group asynchronous	1770	2	stage_01_000[0]$_DFF_PP0_
hold / removal	350	0	o_mean[7]$_DFF_PP0_
setup reg to reg	6800	7	stage_02_001[17]$_DFF_PP0_
max in group asynchronous	6230	3	stage_01_002[8]$_DFF_PP0_
setup / recovery	5190	9	stage_01_001[16]$_DFF_PP0_
[cell type report]
type / instances / area (µm²) / share of cell area (%)
inverter: 25 / 96.3 / 0.856
clock inverter: 13 / 146 / 1.30
multi-input combinational: 723 / 5410 / 48.1
sequential: 136 / 3400 / 30.2
timing repair buffer: 147 / 1470 / 13.0
clock buffer: 19 / 453 / 4.02
tap: 225 / 282 / 2.50
[routing by layer]
metal	track usage (%)	up-vias	wire (µm)
met3	5.05	27	1250
met4	4.20	0	380
li1	-	3657	-
met2	34.3	209	8460
met5	0	-	0
met1	35.8	3351	9320
[report_power, final]
group	internal (mW)	leakage, nW	switching, mW	total, mW
sequential	0.830	1.59	0.0743	0.904
combinational	0.685	3.17	0.760	1.44
clock	0.419	0.278	0.256	0.675
total	1.93	5.04	1.09	3.02
[cells by family (layout without fill, tap and decap cells)]
group,after synthesis,in the layout,share of synthesized area (%)
flops,136,136,37.9
xor+xnor,85,85,8.29
buf+inv,43,204,1.89
fa+ha+maj,121,121,17.4
simple gates,215,215,11.4
mux,2,2,0.223
compound gates,300,300,22.9
[registers in the layout, indices dropped and copies added, names as in the netlist]
| register | flops |
|---|---|
| stage_02_000 | 18 |
| stage_02_001 | 18 |
| stage_01_000 | 17 |
| stage_01_001 | 17 |
| stage_01_002 | 17 |
| stage_01_003 | 17 |
| o_mean | 16 |
| stage_03_000 | 16 |
[stage by stage]
stage	cells	setup slack (ps)	area (µm²)
after global routing	1288	4990	11300
after floorplan	902	3640	8980
final	1288	5190	11300
after detailed placement	1256	4770	10700
after CTS	1288	5190	11300
after global placement	1256	4820	10700
Power figures rest on the tool's default switching activity, not on a simulated workload.
